<file path="design/flow/constraint.sdc">
current_design mixer_buffer

set clk_period 13.8
set clk_io_pct 0.2

create_clock -name clk0 -period $clk_period [get_ports {clock}]

set non_clock_inputs [all_inputs -no_clocks]
set_input_delay [expr $clk_period * $clk_io_pct] -clock clk0 $non_clock_inputs
set_output_delay [expr $clk_period * $clk_io_pct] -clock clk0 [all_outputs]
</file>
<file path="design/flow/design.v">
`timescale 1ns / 1ps
module mixer(
    input signed [17:0] audio_in1,
    input signed [17:0] audio_in2,
    input ready,
    input clock,
    input reset,
    input [9:0] controls,
	 input wire signed [7:0] freq1,
	 input wire signed [7:0] freq2,
	 input wire signed [7:0] freq3,
	 input wire signed [7:0] freq4,
	 input wire signed [7:0] freq5,
	 input wire signed [7:0] freq6,
    output wire signed[17:0] audio_out,
    output reg [4:0] weight1,
    output reg [4:0] weight2,
	 output fup,
	 output fdown
    );
	parameter MAX_WEIGHT = 5'd31;
	wire [7:0] switches = controls[7:0];
	assign fup = controls[8];
	assign fdown = controls[9];	
	wire signed [17:0] mixed_audio;
	reg signed [22:0] reg_mixed_audio;
	reg signed [22:0] weighted_audio1;
	reg signed [22:0] weighted_audio2;
	reg signed [22:0] a2_by_volume_a1bass = 0;
	reg signed [22:0] volume_audio2bass = 0;
	reg signed [22:0] a2_by_volume_a1 = 5'd16;
	reg signed [22:0] a1_by_volume_a2 = 5'd16;
	reg [4:0] audio1_vcontrol = 1;
	reg [4:0] audio2_vcontrol = 1;
	reg [4:0] freq1_vcontrol = 1;
	reg [9:0] counter = 0;
	reg signed [17:0] reg_audio_out;
	assign audio_out = reg_audio_out;
	assign mixed_audio = reg_mixed_audio[22:5];
	wire signed [17:0] wire_weighted_audio1;
	wire signed [17:0] wire_weighted_audio2;
	wire signed [17:0] wire_a2_by_volume_a1;
	wire signed [17:0] wire_a1_by_volume_a2;
	wire signed [17:0] wire_a2_by_volume_a1bass;
	assign wire_weighted_audio1 = weighted_audio1[22:5];
	assign wire_weighted_audio2 = weighted_audio2[22:5];
	assign wire_a2_by_volume_a1bass = a2_by_volume_a1bass[22:5];
	assign wire_a2_by_volume_a1 = a2_by_volume_a1[22:5];
	assign wire_a1_by_volume_a2 = a1_by_volume_a2[22:5];
	reg old_fup=0;  
	reg old_fdown=0;  
	always @(posedge clock) begin
		if (reset) begin
			old_fup <= 0;
			old_fdown <= 0;
			weight1 <= 5'd16;  
			weight2 <= 5'd31-weight1;
			counter <= 0;
		end
		else begin
			weight2 <= 5'd31-weight1;
			weighted_audio1 <= weight1*audio_in1;
			weighted_audio2 <= weight2*audio_in2;
			reg_mixed_audio <= weighted_audio1 + weighted_audio2;
			a2_by_volume_a1 <= 2*audio1_vcontrol*audio_in2;
			a1_by_volume_a2 <= 2*audio2_vcontrol*audio_in1;
			a2_by_volume_a1bass <= 2*freq1_vcontrol*audio_in2;
			if (ready) counter <= counter + 1;  
			if (counter == 0) begin
				if(audio_in1[17] == 0) begin
					if (audio_in1[16:12] > 5'd8) begin
						audio1_vcontrol <= audio_in1[16:12];
					end
					else audio1_vcontrol <= 5'd8;
				end
				if(audio_in2[17] == 0) begin
					if (audio_in2[16:12] > 5'd8) begin
						audio2_vcontrol <= audio_in2[16:12];
					end
					else audio2_vcontrol <= 5'd8;
				end
				if(freq1[7] == 0) begin
					if (freq1[6:2] > 5'd8) begin
						freq1_vcontrol <= freq1[6:2];
					end
					else freq1_vcontrol <= 5'd8;
				end
			end
			if (fup & ~old_fup & (weight1 != 5'd31)) weight1 <= weight1+1;       
			if (fdown & ~old_fdown & (weight1 != 5'd0)) weight1 <= weight1-1;     
			old_fup <= fup;
			old_fdown <= fdown;
		end
	end
	always@(*) begin
		case(switches)
			8'b0000_0001: reg_audio_out = wire_weighted_audio1; 
			8'b0000_0010: reg_audio_out = wire_weighted_audio2;
			8'b0000_0100: reg_audio_out = wire_a1_by_volume_a2;
			8'b0000_1000: reg_audio_out = wire_a2_by_volume_a1;
			8'b0001_0000: reg_audio_out = wire_a2_by_volume_a1bass;
			default: reg_audio_out = mixed_audio; 
		endcase
	end
endmodule
`timescale 1ns / 1ps
module mixer_buffer(
    input clock,  
    input ready,  
    input reset,
    input [17:0] audio_in_left1,
	 input [17:0] audio_in_left2,
    input [17:0] audio_in_right1,
	 input [17:0] audio_in_right2,
	 input [55:0] freq_data,
    output [17:0] audio_out_left,
    output [17:0] audio_out_right,
    input [9:0] controls,
    output [4:0] weight1,
    output [4:0] weight2,
	 output fup,
	 output fdown
    );
	 wire [7:0] freq1;
	 wire [7:0] freq2;
	 wire [7:0] freq3;
	 wire [7:0] freq4;
	 wire [7:0] freq5;
	 wire [7:0] freq6;
	 wire [4:0] weight1_l;
	 wire [4:0] weight1_r;
	 wire [4:0] weight2_l;
	 wire [4:0] weight2_r;
	 wire fupl;
	 wire fupr;
	 wire fdownl;
	 wire fdownr;
	 assign freq1 = freq_data[7:0];
	 assign freq2 = freq_data[7:0];
	 assign freq3 = freq_data[7:0];
	 assign freq4 = freq_data[7:0];
	 assign freq5 = freq_data[7:0];
	 assign freq6 = freq_data[7:0];
	 assign fup = fupl;
	 assign fdown = fdownl;
	 assign weight1 = weight1_l;
	 assign weight2 = weight2_l;
	 mixer mix_left(.audio_in1(audio_in_left1),.audio_in2(audio_in_left2),
					.ready(ready),.clock(clock),.reset(reset),
					.freq1(freq1),.freq2(freq2),.freq3(freq3),.freq4(freq4),
					.freq5(freq5),.freq6(freq6),
					.controls(controls),.audio_out(audio_out_left),
					.weight1(weight1_l),.weight2(weight2_l),
					.fup(fupl),.fdown(fdownl));
	 mixer mix_right(.audio_in1(audio_in_right1),.audio_in2(audio_in_right2),
					.ready(ready),.clock(clock),.reset(reset),
					.freq1(freq1),.freq2(freq2),.freq3(freq3),.freq4(freq4),
					.freq5(freq5),.freq6(freq6),
					.controls(controls),.audio_out(audio_out_right),
					.weight1(weight1_r),.weight2(weight2_r),
					.fup(fupr),.fdown(fdownr));
endmodule
</file>
<file path="design/flow/run.sh">
#!/bin/bash
# OpenROAD 26Q1-2900-gdf79404cd8, Yosys 0.63+post, stock flow scripts
make -C /OpenROAD-flow-scripts/flow DESIGN_CONFIG=/design/flow/config.mk WORK_HOME=/design/flow/orfs finish
</file>
<file path="design/flow/config.mk">
export PLATFORM = sky130hd
export DESIGN_NAME = mixer_buffer
export DESIGN_NICKNAME = mixer_buffer
export VERILOG_FILES = /design/flow/design.v
export SDC_FILE = /design/flow/constraint.sdc
export NUM_CORES = 4
export LEC_CHECK = 1
export CORE_UTILIZATION = 40
</file>
==> Changelog: implementation <==
### Implementation results

* Seq cells post-synth at approximately 310
* Pwr/cell area at ~190 nW/um^2
* Grt total ovfl at 0
* CP required at roughly 11 ns
* Max Used Layer: met5
* Number of enable flip-flop cells at 266
* Antenna violations before repair at 1
* Arrival time worst endpoint at 7.07 ns
* Num CTS Buffers at 38
* CTS max path bufs at 3
* Number of port buffers at approximately 140
* Sw Share at 43.2%
* Comb pwr share at 62.7%
* Total GRT Usage at about 19%
* Layout Skew at approximately 0.031 ns
* Initial DRC count at 1398
* Synthesized cell area at about 39000 um^2
* Crit start category: input port
* Seq share, synth at between 20% and 30%
* Max H-tree Level at 2
* Vias in the first global route at 27.1k
* Syn Area/Cell at roughly 9.5 um^2
* Reg2reg path depth at 15
* Post-Synthesis Cells at a little over 4k
* Crit path time final at roughly 9.8 ns
* Wire per inst at roughly 16 um
* Drc violations at 0
* Setup_tns at 0 ns
* Tool warnings at about 80
* RSZ-0062 raised after global routing: false
* Netlist cell types at about 66
* Metal2 WL at between 40000 and 50000 um
* Ys Warns at 1
* Max-slew violations at 0
* Final std cells w/o fill at around 5.4k
* Clk network pwr share at about an eighth
* Setup Crit Path Kind: input port to output pin
* YS chip area at around 39000 um^2
* Vias/cell at 5.06
* # clock sinks at 308
* Reg-to-reg startpoint: mix_right.audio1_vcontrol[2]
* N_diodes at 0
* Hold worst-path end: mix_left.weight2[2]
* Area of placed instances at 41400 um^2
* Synth-to-Final Area Change at 9.97%
* Ys cells at around 4.1k
* Min-delay worst type: register to register
* Max-slew headroom at a little under half
* Pre-Place Util at 40.6%
* Final setup fails at 0
* Status: complete, no violations
* Row cnt at around 110
* Clk root buf: clkbuf_16
* Ys async rst share at 0%
* VDD IR max at approximately 0.12 mV
* CTS resizes at 0
* Final worst path period share at between 70% and 80%
* NetSw at roughly 3.4 mW
* Total power at 7.95 mW
* Max capacitance violation total at 0
* Final instance area at approximately 43000 um^2
* Routability cong. at between 0.9 and 1
* I/O Pins at ~190
* CTS tree: built
* CTS Hold Bufs at 0
* Crit end category: output pin
* Global-route wire length before repair at 143000 um
* Post-layout util at 44.6%
* Core Area at 95400 um^2
* Dpl hpwl at 66600 um
* RR Endpoint: mix_right.a2_by_volume_a1[22]
* Peak Freq at between 100 and 150 MHz
* Late-Pin Clk Latency at between 0.5 and 0.6 ns
* Die height at between 300 and 400 um
* Die width at 313 um
* Hold depth at 1
* Post-route ant nets at 0
* Min-delay src: mix_left.weight1[2]
* Most used DFF post-synth: edfxtp_1
* Post-CTS Setup Inserts at 0
* Worst-Margin Slew at 0.786 ns
* Via Count at 27.5k
* CP max FO at between 70 and 80
* Maximum number of pins on one net before global-route repair at 113
* DP Cell Count at between 5k and 6k
* Seq pwr share at 24.8%
* R2r setup slk at approximately 8.5 ns
* Clock slew seen by the registers of the worst setup and hold paths at around 0.060 ns
* Layout cells sized above 1 at 2.88%
* Final wirelength at between 80000 and 90000 um
* Leakage at 20.0 nW
* Met3 routed WL at 5480 um
* Internal at 4.51 mW
* Final Hold Vio Count at 0
* Drt pass-1 iters at 10
* Wl on met1 at around 36000 um
* DIE AREA at ~100000 um^2
## state kept, by name, indices dropped and copies added, names as in the netlist, 10 cells and up
name,flops
mix_left.a1_by_volume_a2,18
mix_left.a2_by_volume_a1,18
mix_left.a2_by_volume_a1bass,18
mix_left.counter,10
mix_left.reg_mixed_audio,18
mix_left.weighted_audio1,23
mix_left.weighted_audio2,23
mix_right.a1_by_volume_a2,18
mix_right.a2_by_volume_a1,18
mix_right.a2_by_volume_a1bass,18
mix_right.counter,10
mix_right.reg_mixed_audio,18
mix_right.weighted_audio1,23
mix_right.weighted_audio2,23
## cells by family after synthesis
group / Yosys count / synth area share [%]
XOR/XNOR: 238 / 5.38
AND-OR/OR-AND: 528 / 9.27
adder cells (fa/ha/maj): 814 / 35.4
multiplexers: 3 / 0.0776
buffers and inverters: 852 / 8.32
flip-flops: 308 / 22.8
AND/OR/NAND/NOR: 1349 / 18.7
## metrics by stage
stage	hold WS (ns)	setup slack (ns)
after floorplan	0.382	4.89
after global placement	0.412	4.06
after detailed placement	0.417	4.05
after CTS	0.436	4.03
after global routing	0.462	3.58
final	0.429	3.97
## placed cells by master (no fill, tap or decap), types with 52 or more instances in the layout
cell,n
and2_1,620
clkdlybuf4s50_1,138
a31oi_1,58
xor2_1,72
inv_1,695
edfxtp_1,266
o21ai_0,52
ha_1,344
nand2_1,338
a21o_1,71
fa_1,470
nor2_1,148
xnor2_1,166
a21oi_1,161
## critical path: stages
cell and delay [ns]:
clkdlybuf4s50_1 0.39, or3_1 0.58, or3_1 0.52, nor4b_4 0.28, buf_4 0.45, nor2_1 0.12
nand2_2 0.08, buf_4 0.59, nor2_1 0.08, a31oi_1 0.56, clkdlybuf4s50_1 0.59
## power groups by stage
stage	Sequential (mW)	Combinational (mW)	Clock (mW)
4_1_cts	1.99	5.04	1.03
5_1_grt	2.01	5.72	1.07
6_report	1.97	4.98	0.995
## worst max path at each step
stage / from / to / slack, ns / depth (start not counted)
CTS: controls[7] / audio_out_right[1] / 4.03 / 11
global route: controls[7] / audio_out_right[1] / 3.58 / 11
finish: controls[7] / audio_out_right[2] / 3.97 / 11
## per-layer routing
metal / up-vias / GRT usage (%)
met5: - / 0.580
met4: 4 / 2.69
met3: 75 / 5.18
met2: 533 / 32.2
met1: 13600 / 27.2
li1: 13300 / -
## synthesized netlist by cell type, types with 16 or more instances
| library cell | count | area [um^2] |
|---|---|---|
| a21o_1 | 71 | 533 |
| a21oi_1 | 161 | 806 |
| a222oi_1 | 36 | 360 |
| a22oi_1 | 40 | 300 |
| a31oi_1 | 58 | 363 |
| and2_1 | 620 | 3880 |
| and3_1 | 29 | 181 |
| clkbuf_1 | 150 | 563 |
| dfxtp_1 | 42 | 841 |
| edfxtp_1 | 266 | 7990 |
| fa_1 | 470 | 9410 |
| ha_1 | 344 | 4300 |
| inv_1 | 696 | 2610 |
| nand2_1 | 339 | 1270 |
| nand2b_1 | 32 | 200 |
| nand3_1 | 34 | 170 |
| nand4_1 | 16 | 100 |
| nor2_1 | 148 | 556 |
| nor2b_1 | 46 | 288 |
| nor3_1 | 28 | 140 |
| o21ai_0 | 52 | 260 |
| or3_1 | 16 | 100 |
| xnor2_1 | 166 | 1450 |
| xor2_1 | 72 | 631 |
## layout make-up
type | count | area (um^2)
clock buffers | 48 | 1030
clock inverters | 21 | 186
fillers | 9143 | 52900
inverters | 696 | 2620
multi-input cells | 2932 | 26700
well taps | 1265 | 1580
repair buffers | 168 | 1620
flip-flops and latches | 308 | 8830
Power and IR drop assume default switching activity.
