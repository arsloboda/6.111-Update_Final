[./design.v]
`timescale 1ns / 1ps
module VDM(
    input [47:0] f_data,
	 input [17:0] a_data,
	 input clock,
    input ready,
    input reset,
	 input controls,
    output [29:0] lights
    );
	 wire [20:0] average;
	 reg [30:0] out=0;
	 reg [5:0] audio=0;
	 reg [5:0] count=0;
	 reg [5:0] a1[31:0];
	 always@(posedge clock) begin
		if (reset) begin
			audio<=0;
			out<=31'b100_0000_0000_0000_0000_0000_0000_0000;
			count<=0;
		end else if (ready) begin
			if(count==6'b11_0000) begin
				count<=0;
				out<=31'b100_0000_0000_0000_0000_0000_0000_0000;
				audio<=average[5:0];
				if (~a_data[17]) begin
					a1[0]<=a_data[16:11];
					a1[1]<=a1[0];
					a1[2]<=a1[1];
					a1[3]<=a1[2];
					a1[4]<=a1[3];
					a1[5]<=a1[4];
					a1[6]<=a1[5];
					a1[7]<=a1[6];
					a1[8]<=a1[7];
					a1[9]<=a1[8];
					a1[10]<=a1[9];
					a1[11]<=a1[10];
					a1[12]<=a1[11];
					a1[13]<=a1[12];
					a1[14]<=a1[13];
					a1[15]<=a1[14];
					a1[16]<=a1[15];
					a1[17]<=a1[16];
					a1[18]<=a1[17];
					a1[19]<=a1[18];
					a1[20]<=a1[19];
					a1[21]<=a1[20];
					a1[22]<=a1[21];
					a1[23]<=a1[22];
					a1[24]<=a1[23];
					a1[25]<=a1[24];
					a1[26]<=a1[25];
					a1[27]<=a1[26];
					a1[28]<=a1[27];
					a1[29]<=a1[28];
					a1[30]<=a1[29];
					a1[31]<=a1[30];
				end
			end else begin
				count<=count+1;
			end
		end else begin
			if(audio>1) begin
				audio<=audio-1;
				out<=(out>>1)+31'b100_0000_0000_0000_0000_0000_0000_0000;
			end
		end
	 end
	 assign average = (a1[0]+a1[1]+a1[2]+a1[3]+a1[4]+a1[5]+a1[6]+
							a1[7]+a1[8]+a1[9]+a1[10]+a1[11]+a1[12]+a1[13]
							+a1[14]+a1[15]+a1[16]+a1[17]+a1[18]+a1[19]
							+a1[20]+a1[21]+a1[22]+a1[23]+a1[24]+a1[25]
							+a1[26]+a1[27]+a1[28]+a1[29]+a1[30]+a1[31])>>4;
	 assign lights=out[29:0];
endmodule
[./run.sh]
#!/bin/bash
# OpenROAD 26Q1-2900-gdf79404cd8, Yosys 0.63+post, stock flow scripts
make -C /OpenROAD-flow-scripts/flow DESIGN_CONFIG=/design/flow/config.mk WORK_HOME=/design/flow/orfs finish
[./config.mk]
export PLATFORM = sky130hd
export DESIGN_NAME = VDM
export DESIGN_NICKNAME = VDM
export VERILOG_FILES = /design/flow/design.v
export SDC_FILE = /design/flow/constraint.sdc
export NUM_CORES = 4
export LEC_CHECK = 1
export CORE_UTILIZATION = 40
[./constraint.sdc]
current_design VDM

set clk_period 27.4
set clk_io_pct 0.2

create_clock -name clk0 -period $clk_period [get_ports {clock}]

set non_clock_inputs [all_inputs -no_clocks]
set_input_delay [expr $clk_period * $clk_io_pct] -clock clk0 $non_clock_inputs
set_output_delay [expr $clk_period * $clk_io_pct] -clock clk0 [all_outputs]
==> results.toml <==
# synthesis and place-and-route metrics
[grt]
antenna_found_initial = 0
grt_pass1_vias = 6474
grt_max_degree = 128
grt_pass1_wl_um = 31000
grt.overflow.total = 0
track_usage = 0.125

[cells_and_area]
syn_to_final_growth_pct = 11.5
drive_gt1_frac = 0.0473
final_core_util = 0.459

[yosys]
syn_avg_cell_area_um2 = 14.1
synthFlopType = "edfxtp_1"
syn_inst = 902
yosysWarnings = 2
edf_count = 192
yosys.cell_types.count = 42
synth_area_um2 = 12700
async_flop_share = 0
numSynthFlops = 235
ys_cells = 902
ys_chip_area_um2 = 12700
ys_seq_frac = 0.520

[sta]
setup_tns_ns = 0
slew_headroom = 0.526
fin_skew_ns = 0.0130
fin_crit_ns = 8.45
maxSlewViolCount = 0
setup_viol = 0
worst_pin_slew_ns = 0.709
rsz0062_at_grt = "false"
max_freq_ghz = 0.118
finalHoldViolCount = 0
fin_crit_sh = 0.308

[cts]
clkSinkCount = 235
post_cts_buffers = 0
htree_levels = 1
cts_hold_buf = 0
cts_buffers = 27
clockBufferDepth = 3
insertion_delay_ns = 0.53
cts_resized = 0
cts_tree = "built"
cts_root_buf = "clkbuf_16"
clkTransAtPathRegs_ns = 0.06

[worst_hold_path]
min_path_type = "register to register"
hp-start = "a1[1][1]"
min_to = "a1[2][1]"
holdPathStages = 0

[power_and_ir_drop]
swShare = 0.231
ir_worst_vdd_uv = 43.0
power_frac_clock = 0.431
power.density_nw_per_um2 = 56.7
cellLeakagePower_nw = 5.85
seqPwrFrac = 0.486
power.internal_mw = 0.620
power.switching_mw = 0.186
power.share.combinational = 0.082

[placed_design]
portBuffers = 39
place.gp.congestion = 0.788
dp_hpwl_um = 11900

[worst_setup_path]
critPathArrivalTime_ns = 8.61
crit_path_end_kind = "register"
rrSetupSlack_ns = 20.99
timing.rr.end = "audio[5]"
cp_max_fo = 127
cp_slowest_stage_delay_ns = 0.80
r2r_start = "a1[12][3]"
worst-path-buf-inv = 2
crit_family = "simple AND/OR/NAND/NOR gates"
startpoint_type = "input pin"
critPathSlowestCell = "clkdlybuf4s50_1"
crit_type = "input pin to register"
path_cells = "clkdlybuf4s50_1 > nor4bb_1 > and3_1 > nand2b_1 > nor2_4 > buf_12"
cp.required_ns = 27.56
r2r_cells = 16

[routing]
drtPass1Iterations = 4
drtIter0Drc = 362
viasPerCell = 4.42
dr_total_vias = 5953
antenna-diode-count = 0
wl_per_cell_um = 12.6
drcViolationCount = 0
drt_wl_total_um = 17000
antenna_left = 0

[status]
outcome = "finished, final reports clean"

[floorplan]
fp-row-count = 64
fp-utilization = 0.411
core_area_um2 = 31000
die_h_um = 180
fp.dieW_um = 180
chipArea_um2 = 32600
ioPinCount = 100

[job]
warnings = 89
maxCapViolCount = 0
[power by group through the flow]
stage                 Clock, mW  Sequential (mW)  Combinational (mW)
after global routing      0.376            0.393              0.0745
final                     0.348            0.392              0.0664
after CTS                 0.360            0.392              0.0663
[per-layer routing]
metal	vias up	global-route usage	routed length, um
met5	-	0	0
met4	0	0.0219	346
met3	30	0.0348	971
met2	107	0.175	7690
met1	2973	0.220	8020
li1	2843	-	-
[how the worst max path moves through the flow]
stage / startpoint / to / slack [ns] / cells after the start
6_report: ready / a1[3][2] / 18.95 / 6
5_1_grt: ready / a1[24][0] / 18.71 / 6
4_1_cts: ready / a1[15][0] / 18.95 / 6
[flip-flops by register name, summed over array words and instances, names as in the netlist]
| name | cells |
|---|---|
| a1 | 192 |
| out | 31 |
| count | 6 |
| audio | 6 |
[cell usage after synthesis, types with 2 or more instances]
cell / count / share of area
dfxtp_1: 43 / 0.068
nand3_1: 3 / 0.0012
clkbuf_1: 4 / 0.0012
or3_1: 2 / 0.00098
inv_1: 273 / 0.080
fa_1: 172 / 0.27
and2_1: 2 / 0.00098
xor2_1: 4 / 0.0027
ha_1: 35 / 0.034
nand2_1: 8 / 0.0024
buf_2: 4 / 0.0016
edfxtp_1: 192 / 0.45
o21bai_1: 2 / 0.0012
buf_4: 30 / 0.018
a31oi_1: 2 / 0.00098
buf_8: 3 / 0.0035
o21a_1: 2 / 0.0012
nor2_1: 46 / 0.014
mux2i_1: 2 / 0.0016
a22oi_1: 30 / 0.018
nand4_1: 2 / 0.00098
a21oi_1: 3 / 0.0012
o22ai_1: 3 / 0.0015
xnor2_1: 10 / 0.0069
nor3_1: 5 / 0.0020
nand2b_1: 3 / 0.0015
a211oi_1: 2 / 0.0012
[cell usage in the layout (no fill, tap or decap), drive strengths merged, types with 4 or more instances in the layout]
cell and instances:
a22oi 30, buf 4, clkbuf 34, clkdlybuf4s50 39, clkinv 11, dfxtp 43
edfxtp 192, fa 172, ha 35, inv 275, nand2 8, nor2 47
nor3 5, xnor2 10, xor2 4
[cell families after synthesis]
logic type,after synthesis,synth area share
simple gates,76,0.0278
mux,2,0.00157
flops,235,0.520
buf+inv,316,0.106
xor+xnor,14,0.00962
compound gates,52,0.0306
fa+ha+maj,207,0.305
[metrics by stage]
step / total power [mW] / instances / hold slack [ns] / worst slack (ns) / instance area (um2)
2_1_floorplan: 0.463 / 902 / 0.416 / 12.46 / 12700
3_3_place_gp: 0.466 / 1298 / 0.427 / 18.42 / 13400
3_5_place_dp: 0.465 / 1298 / 0.432 / 18.40 / 13400
4_1_cts: 0.818 / 1348 / 0.443 / 18.95 / 14200
5_1_grt: 0.843 / 1348 / 0.451 / 18.71 / 14200
6_report: 0.806 / 1348 / 0.445 / 18.95 / 14200
[final cells by class]
class                   count  area [um2]
fillers                  2629       16800
flip-flops and latches    235        6630
multi-input cells         351        4780
inverters                 273        1020
clock buffers              34         702
well taps                 396         495
repair buffers             43         433
clock inverters            16         155
Power is estimated from default activity; no workload was simulated.
